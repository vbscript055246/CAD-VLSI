<file path="design/flow/config.mk">
export PLATFORM = sky130hd
export DESIGN_NAME = STLC
export DESIGN_NICKNAME = STLC
export VERILOG_FILES = /design/flow/design.v
export SDC_FILE = /design/flow/constraint.sdc
export NUM_CORES = 4
export LEC_CHECK = 1
export CORE_AREA = 10 10 70 70
export DIE_AREA = 0 0 80 80
</file>
<file path="design/flow/run.sh">
#!/bin/bash
# OpenROAD 26Q1-2900-gdf79404cd8, Yosys 0.63+post, stock flow scripts
make -C /OpenROAD-flow-scripts/flow DESIGN_CONFIG=/design/flow/config.mk WORK_HOME=/design/flow/orfs finish
</file>
<file path="design/flow/design.v">
module STLC(S1, S2, light1, light2, clk);
    input S1, S2, clk;
    output[2:0] light1, light2;
    reg [3:0] p_state, n_state;
    reg [2:0]OL1, OL2;
    always @(posedge clk)
    begin
        p_state <= n_state;
    end
    always @(*)
    begin
        case (p_state)
            1:begin
                OL1 = 3'b010;
                OL2 = 3'b010;
                n_state <= 2;
            end
            2:begin
                OL1 = 3'b100;
                OL2 = 3'b001;
                n_state <= 3; 
            end
            3:begin
                OL1 = 3'b100;
                OL2 = 3'b001;
                n_state <= 4;  
            end
            4:begin
                OL1 = 3'b100;
                OL2 = 3'b001; 
                if(S1)n_state <= 5;
                else n_state <= 4;
            end
            5:begin
                OL1 = 3'b010;
                OL2 = 3'b010;
                n_state <= 7;
            end
            7:begin
                OL1 = 3'b010;
                OL2 = 3'b010;
                n_state <= 8;
            end
            8:begin
                OL1 = 3'b001;
                OL2 = 3'b100;
                n_state <= 9;
            end
            9:begin
                OL1 = 3'b001;
                OL2 = 3'b100;
                n_state <= 10;
            end
            10:begin
                OL1 = 3'b001;
                OL2 = 3'b100;
                if(S2)n_state <= 11;
                else n_state <= 10;
            end
            11:begin
                OL1 = 3'b010;
                OL2 = 3'b010;
                n_state <= 1;
            end
            default:begin
                OL1 = 3'b000;
                OL2 = 3'b000;
                n_state <= 1;          
            end
        endcase
    end
	assign light1 = OL1;
	assign light2 = OL2;
endmodule
</file>
<file path="design/flow/constraint.sdc">
current_design STLC

set clk_period 1.6
set clk_io_pct 0.2

create_clock -name clk0 -period $clk_period [get_ports {clk}]

set non_clock_inputs [all_inputs -no_clocks]
set_input_delay [expr $clk_period * $clk_io_pct] -clock clk0 $non_clock_inputs
set_output_delay [expr $clk_period * $clk_io_pct] -clock clk0 [all_outputs]
</file>
==> impl_metrics.csv <==
group,metric,value,unit
clock_network,clk_pin_slew,40,ps
critical_path,crit_chain,"nand2b_4 -> xnor2_1 -> and2_1 -> dlygate4sd2_1",
clock_network,cts_buffer_depth,2,
place,gp_congestion,0.7828,
synthesis,seq_area_frac_synth,32.82,%
drt,drtIter0Drc,38,
floorplanning,die_h,80,µm
pwr,p_total,801.6,µW
timing,rsz0062_at_grt,"true",
final_layout,top_register,"p_state",
synthesis,area_leaders,"dfxtp_1, nand2b_4, buf_4, a21bo_2, a21oi_1",
timing,worst_slew_pin_slew,238.6,ps
timing,finalClockSkew,3.997,ps
critical_path,end_kind,"output port",
critical_path,slowest_delay,350,ps
grt,first_global_vias,213,
drt,via_per_inst,2.773,
drt,wire_per_inst,7.057,µm
pwr,ir_drop,0.0002354,V
synthesis,yosysTopAreaCellShare,32.82,%
final_layout,reg.largest.list,"p_state: 4 flops",
timing,drv_slew,0,
pwr,p_leak,0.2278,nW
drt,first_pass_iters,4,
floorplanning,rows,21,
floorplanning,core,3416,µm²
clock_network,cts_sinks,4,
critical_path,slowest_stage,"dfxtp_4",
clock_network,cts_tree,"done",
final_layout,fin_area,460.4,µm²
synthesis,synthDistinctLibCells,20,
synthesis,ys_chip_area,244.0,µm²
final_layout,layout_top_cells,"buf_4, dlymetal6s2s_1, clkbuf_4",
min_path,hp-class,"reg -> reg",
status,status,"completed",
grt,grt_pass1_wl,917,µm
clock_network,clock_latency,230,ps
grt,grt_max_degree,6,
critical_path,crit_arrival,1240,ps
drt,wl,621,µm
place,dpl_cell_area,392.9,µm²
grt,overflow,0,
drt,drc,0,
timing,fin_crit_sh,97.39,%
critical_path,critical_path_class,"reg -> out",
clock_network,htree_levels,1,
synthesis,synth_warnings,1,
critical_path,start_kind,"register",
critical_path,critPathBufInv,1,
grt,antenna_found_initial,0,
critical_path,cp_top_family,"flip-flops",
pwr,p_per_area,1741,nW/µm²
synthesis,synth_area_per_cell,8.714,µm²
place,hpwl,483.8,µm
grt,track_usage,1.712,%
final_layout,fill_cells,395,
drt,num_antenna_cells,0,
drt,wl_met1,244,µm
final_layout,largest_reg_flops,4,
final_layout,drive_gt1_share,45.24,%
critical_path,cp_max_fo,5,
drt,ant_nets,0,
floorplanning,fp-utilization,7.143,%
final_layout,final_common_cell,"buf_4",
drt,via_count,244,
synthesis,ys.flops,4,
timing,layout_min_cycle_time,1558,ps
clock_network,cts_inserted_buffers,3,
timing,hold_viol_final,0,
place,io_buffers,8,
drt,highest_layer,"met4",
critical_path,crit_required,1280,ps
clock_network,cts-root-buf,"clkbuf_4",
floorplanning,dieArea,6400,µm²
timing,fmax,641.8,MHz
floorplanning,top_level_ports,9,
run,max_cap_viol_count,0,
timing,setup_violations,0,
synthesis,syn-cell-area,244.0,µm²
timing,relSlewSlack,84.07,%
floorplanning,fp.dieW,80,µm
synthesis,synthCells,28,
final_layout,area_delta_synth_final,88.72,%
synthesis,top_area_cell,"dfxtp_1",
run,log.warning_count,27,
drt,met3_length,37,µm
clock_network,hold_buffers,0,
drt,wl_met2,318,µm
synthesis,ys_cells,28,
==> where the power goes <==
part / leakage [nW] / internal, mW / total, mW / switching (mW)
clock: 0.0138 / 0.0835 / 0.120 / 0.0361
sequential: 0.0344 / 0.160 / 0.236 / 0.0762
combinational: 0.180 / 0.298 / 0.446 / 0.148
total: 0.228 / 0.541 / 0.802 / 0.261
==> repair_timing <==
action | 4_1_cts | 5_1_grt
setup endpoints to repair | 6 | 6
resized | 6 | 7
setup buffers | 0 | 2
==> layout make-up <==
type	count	area [µm²]	area share, %
clock buffer	3	22.52	4.891
inverter	1	3.754	0.8152
multi-input combinational	19	148.9	32.34
sequential	4	87.58	19.02
tap	46	57.56	12.50
timing repair buffer	15	140.1	30.43
==> stage by stage <==
stage | utilization [%] | TNS, ps | hold WS, ps | instances | setup slack (ps)
floorplan | - | 0 | 466.7 | 28 | 393.2
global placement | 11.50 | -147.1 | 520.0 | 83 | -46.31
detailed placement | 11.50 | -207.2 | 532.1 | 83 | -71.87
CTS | 12.31 | -846.1 | 536.8 | 86 | -212.4
finish | 13.48 | 0 | 542.8 | 88 | 41.79
global route | 13.48 | -34.54 | 567.8 | 88 | -22.35
==> final timing paths <==
kind         slack (ps)  cells past startpoint        from         end
max reg2reg         530                      4  p_state[3]  p_state[0]
max                  40                      4  p_state[2]   light1[1]
min reg2reg         540                      2  p_state[2]  p_state[3]
min                 540                      2  p_state[2]  p_state[3]
==> Yosys cell counts <==
| library cell | n |
|---|---|
| nand2b_1 | 1 |
| dfxtp_1 | 4 |
| o21ai_0 | 1 |
| buf_4 | 3 |
| nand2_1 | 2 |
| o21ai_1 | 1 |
| inv_2 | 1 |
| a211oi_1 | 1 |
| nand2b_4 | 2 |
| o21a_1 | 1 |
| or2_2 | 1 |
| xnor2_1 | 1 |
| o32ai_1 | 1 |
| and2_1 | 1 |
| a21oi_1 | 2 |
| nand3b_1 | 1 |
| nor2_1 | 1 |
| a21bo_2 | 1 |
| clkbuf_1 | 1 |
| nand4_1 | 1 |
==> per-layer routing <==
metal,global-route usage (%),vias up
met5,0,-
met4,1.232,0
met3,0.2273,2
met2,2.889,7
met1,1.923,114
li1,-,121
==> cell families after synthesis <==
family,after synthesis,share of synthesized area [%]
simple gates,10,29.24
xor+xnor,1,3.590
flops,4,32.82
buf+inv,5,12.30
compound gates,8,22.05
==> worst reg2reg max path, cell delays in order, from the launching register on <==
cell     delay [ps]
dfxtp_1         310
buf_4           150
or2_2           300
o32ai_1         110
o21ai_1          90
Power is estimated from default activity; no workload was simulated.
