## /design/flow/config.mk

```make
export PLATFORM = sky130hd
export DESIGN_NAME = STLCA
export DESIGN_NICKNAME = STLCA
export VERILOG_FILES = /design/flow/design.v
export SDC_FILE = /design/flow/constraint.sdc
export NUM_CORES = 4
export LEC_CHECK = 1
export CORE_AREA = 10 10 70 70
export DIE_AREA = 0 0 80 80
```

## /design/flow/constraint.sdc

```tcl
current_design STLCA

set clk_period 1.0
set clk_io_pct 0.2

create_clock -name clk0 -period $clk_period [get_ports {clk}]

set non_clock_inputs [all_inputs -no_clocks]
set_input_delay [expr $clk_period * $clk_io_pct] -clock clk0 $non_clock_inputs
set_output_delay [expr $clk_period * $clk_io_pct] -clock clk0 [all_outputs]
```

## /design/flow/design.v

```verilog
module STLCA(sensor, r_light, g_light, y_light, clk);
    input sensor, clk;
    output r_light, g_light, y_light;
    parameter red = 2'b00;
    parameter green = 2'b01;
    parameter yellow = 2'b10;
    reg [2:0] p_state, n_state;
	reg r_light, g_light, y_light;
    always @(posedge clk)
    begin
        p_state <= n_state;
    end
    always @(p_state)
    begin
        case (p_state)
            red:begin
                r_light <= 1;
                g_light <= 0;
                y_light <= 0;
                if(sensor) n_state <= green;
                else n_state <= red;
            end
            green:begin
                r_light <= 0;
                g_light <= 1;
                y_light <= 0;
                n_state <= yellow; 
            end
            yellow:begin
                r_light <= 0;
                g_light <= 0;
                y_light <= 1;
                n_state <= red; 
            end
            default:begin
                n_state <= red; 
            end
        endcase
    end
endmodule
```

## /design/flow/run.sh

```bash
#!/bin/bash
# OpenROAD 26Q1-2900-gdf79404cd8, Yosys 0.63+post, stock flow scripts
make -C /OpenROAD-flow-scripts/flow DESIGN_CONFIG=/design/flow/config.mk WORK_HOME=/design/flow/orfs finish
```

==> out/metrics.cfg <==
[finish]
postLayoutCellArea_um2 = 273
final_cell_count_no_fill = 66
area_growth_pct = 78.7
drive_above_1_share = 0.150
fillers = 408

[timing]
clock_skew_ps = 3.45
unconstrained_endpoints = 6
fmax_mhz = 1160
worstMarginPinSlew_ps = 112
min_period_ps = 865
setup_viol = 0
final-hold-violation-count = 0
period_used_share = 0.865
unclocked_pins = 3
rsz0062_at_grt = false
worst_slack_ps = 135
slew_headroom = 0.925
slew_violations = 0
tns_ps = 0

[synthesis]
post-synth-top-count-cell = ha_1
yosys_area_um2 = 153
yosys.area.top_type_share = 0.328
syn_avg_cell_area_um2 = 11.7
common_cells = ha_1 (4), dlxtn_1 (3), inv_1 (3), dfxtp_1 (2), and2_1 (1)
ys_top_cells_by_area = ha_1 (33%), dlxtn_1 (30%), dfxtp_1 (26%)
largest_area_cell = ha_1
edf_count = 0
ys.flop_type = dlxtn_1
netlist_instances = 13
yosysCellCount = 13
yosysWarnings = 1
synth_cell_types = 5
synthArstFlopShare = 0
syn_area_um2 = 153
numSynthFlops = 5

[critical_path]
rrSetupSlack_ps = 140
critPathBufInv = 1
worstPathRequired_ps = 1110
crit_slowest_cell = dfxtp_1
cp.depth = 3
reg2reg_depth = 3
crit_fanout = 3
worstPathArrival_ps = 980
path_cells = inv_1 > ha_1 > and2_1
worst-setup-path-type = reg -> reg
cpPeakStageDelay_ps = 350
startpoint_type = register
critical_path.top_delay_family = flip-flops
cp-end-kind = register
r2r-start = p_state[0]$_DFF_P_
regToRegEndpoint = p_state[0]$_DFF_P_

[cts]
post_cts_buffers = 0
clk_latency_ps = 220
cts-root-buf = clkbuf_4
cts_resized = 0
cts.clk_slew.worst_paths_ps = 30
cts_tree = built
clock_path_buffers = 2
cts_made_buffers = 3
htree_levels = 1
cts.hold.buffers_added = 0

[pwr]
p_leak_nw = 0.113
vdd_drop_max_v = 0.000182
power_density_nw_per_um2 = 1210

[drt]
drt_pass1_iterations = 2
detail-route-antenna-nets = 0
vias_per_cell = 1.50
wl_um = 285
drc = 0
n_antenna_cell = 0
drt-initial-drc-count = 3
dr_total_vias = 99
post_drt_wl_per_cell_um = 4.32

[grt]
grt.total_usage = 0.0111
grt_pass1_wl_um = 503
antenna_found_initial = 0
grt_pass1_vias = 116
grt_max_degree = 4
grt_overflow = 0

[floorplan]
placementRows = 21
io_pins = 5
fp.dieH_um = 80
die_area_um2 = 6400
core_um2 = 3420
fp_util = 0.0447
chipWidth_um = 80

[placement]
placed_area_um2 = 250
dp_slack_ps = 135
dpl.hpwl_um = 238
portBuffers = 4
gp_congestion = 0.618
placed_cells = 63

[hold_path]
min-delay-start = sensor
holdPathEnd = p_state[0]$_DFF_P_
min_path_type = in -> reg
hold_depth = 2

[flow_run]
warnings = 28
maxCapViolations = 0

[outcome]
outcome = finished, final reports clean

-- registers in the layout (all words and copies together), names as in the netlist --
| name | flops |
|---|---|
| y_light | 1 |
| g_light | 1 |
| r_light | 1 |
| p_state | 2 |
-- where the power goes --
group	switching (mW)	total, mW	leakage, nW	internal (mW)
clock	0.0446	0.177	0.0138	0.132
combinational	0.0202	0.0405	0.0586	0.0203
sequential	0.00857	0.111	0.0405	0.103
-- worst max-delay path by stage --
| stage | start | endpoint | slack [ps] |
|---|---|---|---|
| after CTS | p_state[0]$_DFF_P_ | p_state[0]$_DFF_P_ | 130 |
| final | p_state[0]$_DFF_P_ | p_state[0]$_DFF_P_ | 140 |
| after global routing | p_state[0]$_DFF_P_ | p_state[0]$_DFF_P_ | 80 |
-- layer usage --
layer / GRT usage / vias to the layer above / wire, µm
met4: 0.00352 / 0 / 0
met3: 0.0239 / 0 / 104
li1: - / 53 / -
met1: 0.00931 / 39 / 99
met5: 0 / - / 0
met2: 0.00883 / 7 / 82
-- placed cells by master (no fill, tap or decap) --
| cell | n |
|---|---|
| clkbuf_4 | 3 |
| inv_1 | 3 |
| dlxtn_1 | 3 |
| ha_1 | 4 |
| and2_1 | 1 |
| dfxtp_1 | 2 |
| clkdlybuf4s50_1 | 4 |
-- cells by family after synthesis --
| group | share of synthesized area |
|---|---|
| fa+ha+maj | 0.328 |
| buf+inv | 0.0738 |
| flops | 0.262 |
| latches | 0.295 |
| simple gates | 0.0410 |
-- stage by stage --
step	utilization	power (mW)	hold slack [ps]
floorplan	-	0.135	322
global placement	0.0733	0.148	535
detailed placement	0.0733	0.153	559
CTS	0.0799	0.343	556
global route	0.0799	0.369	554
finish	0.0799	0.329	556
-- final cells by class --
class / count / area (µm²) / area share
inverters: 3 / 11.3 / 0.0413
clock buffers: 3 / 22.5 / 0.0826
well taps: 46 / 57.6 / 0.211
multi-input cells: 5 / 56.3 / 0.206
flip-flops and latches: 5 / 85.1 / 0.312
repair buffers: 4 / 40.0 / 0.147
Power figures rest on the tool's default switching activity, not on a simulated workload.
